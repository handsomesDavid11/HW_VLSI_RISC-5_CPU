**flow/config.mk**
```make
export PLATFORM = sky130hd
export DESIGN_NAME = controlUnit
export DESIGN_NICKNAME = controlUnit
export VERILOG_FILES = /design/flow/design.v
export SDC_FILE = /design/flow/constraint.sdc
export NUM_CORES = 4
export LEC_CHECK = 1
export CORE_AREA = 10 10 70 70
export DIE_AREA = 0 0 80 80
```
**flow/constraint.sdc**
```tcl
current_design controlUnit

set clk_period 1.5
set clk_io_pct 0.2

create_clock -name clk0 -period $clk_period

set non_clock_inputs [all_inputs -no_clocks]
set_input_delay [expr $clk_period * $clk_io_pct] -clock clk0 $non_clock_inputs
set_output_delay [expr $clk_period * $clk_io_pct] -clock clk0 [all_outputs]
```
**flow/design.v**
```verilog
module controlUnit(
     input [6:0]opcode,
     output reg [2:0] ImmType,
     output reg [2:0] ALUOp,
     output reg PCtoRegSrc,
     output reg RDSrc,
     output reg ALUSrc,
     output reg MemtoReg,
     output reg MemWrite,
     output reg MemRead,
     output reg RegWrite,
     output reg [1:0] Branch
);
     localparam [2:0]    I_Imm = 3'b000,
                         S_Imm = 3'b001,
                         B_Imm = 3'b010,
                         U_Imm = 3'b011,
                         J_Imm = 3'b100;
     localparam [2:0]    R_type      = 3'b000,
                         I_type      = 3'b001,
                         ADD_type    = 3'b010,
                         JALR_type =   3'b011,
                         B_type      = 3'b100,
                         LUI_type    = 3'b101;
     localparam [1:0]    None_branch = 2'b00,
                         JALR_branch = 2'b01,
                         B_branch    = 2'b10,
                         J_branch    = 2'b11;
     always_comb begin
     case (opcode)
          7'b0110011:begin
               ImmType    = I_Imm;   
               ALUOp      = R_type;
               PCtoRegSrc = 1'b0;    
               ALUSrc     = 1'b1;    
               RDSrc      = 1'b0;    
               MemtoReg   = 1'b0;
               MemWrite   = 1'b0;
               MemRead    = 1'b0;
               RegWrite   = 1'b1;
               Branch     = None_branch;
          end
          7'b0000011:begin
               ImmType    = I_Imm;
               ALUOp      = ADD_type;
               PCtoRegSrc = 1'b0;    
               ALUSrc     = 1'b0;   
               RDSrc      = 1'b0;    
               MemtoReg   = 1'b1;
               MemWrite   = 1'b0;
               MemRead    = 1'b1;
               RegWrite   = 1'b1;
               Branch     = None_branch;
          end
          7'b0010011:begin
               ImmType    = I_Imm;
               ALUOp      = I_type;
               PCtoRegSrc = 1'b0;    
               ALUSrc     = 1'b0;   
               RDSrc      = 1'b0;   
               MemtoReg   = 1'b0;
               MemWrite   = 1'b0;
               MemRead    = 1'b0;
               RegWrite   = 1'b1;
               Branch     = None_branch;
          end
          7'b1100111:begin
               ImmType    = I_Imm;
               ALUOp      = JALR_type;
               PCtoRegSrc = 1'b0;    
               ALUSrc     = 1'b0;   
               RDSrc      = 1'b1;    
               MemtoReg   = 1'b0;
               MemWrite   = 1'b0;
               MemRead    = 1'b0;
               RegWrite   = 1'b1;
               Branch     = JALR_branch;
          end
          7'b0100011: begin
               ImmType    = S_Imm;
               ALUOp      = ADD_type;
               PCtoRegSrc = 1'b0;    
               ALUSrc     = 1'b0;   
               RDSrc      = 1'b0;    
               MemtoReg   = 1'b0;
               MemWrite   = 1'b1;
               MemRead    = 1'b0;
               RegWrite   = 1'b0;
               Branch     = None_branch;
          end
          7'b1100011: begin
               ImmType    = B_Imm;
               ALUOp      = B_type;
               PCtoRegSrc = 1'b0;    
               ALUSrc     = 1'b1;   
               RDSrc      = 1'b0;    
               MemtoReg   = 1'b0;
               MemWrite   = 1'b0;
               MemRead    = 1'b0;
               RegWrite   = 1'b0;
               Branch     = B_branch;
          end
          7'b0010111: begin
               ImmType    = U_Imm;
               ALUOp      = ADD_type; 
               PCtoRegSrc = 1'b1;   
               ALUSrc     = 1'b0;    
               RDSrc      = 1'b1;   
               MemtoReg   = 1'b0;
               MemWrite   = 1'b0;
               MemRead    = 1'b0;
               RegWrite   = 1'b1;
               Branch     = None_branch;
          end
          7'b0110111:begin
               ImmType    = U_Imm;
               ALUOp      = LUI_type;
               PCtoRegSrc = 1'b0;    
               ALUSrc     = 1'b0;   
               RDSrc      = 1'b0;   
               MemtoReg   = 1'b0;
               MemWrite   = 1'b0;
               MemRead    = 1'b0;
               RegWrite   = 1'b1;
               Branch     = None_branch;
          end
          7'b1101111:begin
               ImmType    = J_Imm;
               ALUOp      = ADD_type;  
               PCtoRegSrc = 1'b0;    
               ALUSrc     = 1'b0;    
               RDSrc      = 1'b1;   
               MemtoReg   = 1'b0;   
               MemWrite   = 1'b0;
               MemRead    = 1'b0;  
               RegWrite   = 1'b1;  
               Branch     = J_branch;
          end
          default: begin
               ImmType    = I_Imm;
               ALUOp      = ADD_type;   
               PCtoRegSrc = 1'b0;   
               ALUSrc     = 1'b0;   
               RDSrc      = 1'b0;   
               MemtoReg   = 1'b0;
               MemWrite   = 1'b0;
               MemRead    = 1'b0;
               RegWrite   = 1'b0;
               Branch     = None_branch;
          end
     endcase
     end
endmodule
```
**flow/run.sh**
```bash
#!/bin/bash
# OpenROAD 26Q1-2900-gdf79404cd8, Yosys 0.63+post, stock flow scripts
make -C /OpenROAD-flow-scripts/flow DESIGN_CONFIG=/design/flow/config.mk WORK_HOME=/design/flow/orfs finish
```
==> flow_metrics.py <==
# Physical implementation metrics
metrics = {
    "setup_path": {
        "cpLargestDelayFamily": "buffers and inverters",
        "critical_path_arrival_ps": 1180,
        "critPathMaxFanout": 4,
        "slowest_delay_ps": 190,
        "cpMaxStageDelayCell": "dlygate4sd2_1",
        "cp-start-kind": "input pin",
        "critical_path_buf_inv_count": 4,
        "cpMostUsedCell": "buf_4",
        "worstSetupPathType": "in2out",
        "critPathRequiredTime_ps": 1200,
        "cp-end-kind": "primary output",
        "path_cells": "buf_6 -> buf_4 -> nand3b_1 -> nor2_1 -> buf_4 -> dlygate4sd2_1",
    },
    "yosys": {
        "yosys.area.top_type": "a21oi_1",
        "ys_sh_xor_pct": 3.23,
        "netlist-cell-type-count": 24,
        "logic_family": "simple AND/OR/NAND/NOR gates",
        "synth_adder_area_share_pct": 0,
        "postSynthAreaPerCell_um2": 6.46,
        "topCellsByArea": "a21oi_1 (9.2%), nand3_1 (5.5%), nor3_1 (5.5%)",
        "yosys.stat.seqShare_pct": 0,
        "top_cell_area_share_pct": 9.22,
        "aoi_share_pct": 18.4,
        "ys_cells": 42,
        "synth_warnings": 1,
        "netlist_area_um2": 272,
        "synth-simple-area-share_pct": 59.9,
        "ys_sh_mux_pct": 3.69,
        "synthCells": 42,
        "synth_chip_area_um2": 272,
    },
    "drt": {
        "drt-vias-per-instance": 3.34,
        "dr.first_iter.drc_count": 19,
        "wl_um": 1280,
        "wl_per_cell_um": 10.6,
        "drc": 0,
        "dr.pass1.iters": 4,
        "vias": 404,
        "antenna_left": 0,
        "num_antenna_cells": 0,
    },
    "placement": {
        "gp_congestion": 0.721,
        "portBuffers": 22,
        "dp_cells": 116,
        "hpwl_um": 1010,
        "dp_slack_ps": -848,
    },
    "die": {
        "die_h_um": 80,
        "die_area_um2": 6400,
        "die_w_um": 80,
        "fp_util_pct": 7.95,
        "core_region_area_um2": 3420,
        "ios": 22,
        "rows": 21,
    },
    "run_status": {
        "outcome": "completed",
    },
    "final_timing": {
        "slew_violations": 0,
        "fin_ws_ps": 15.8,
        "fin_crit_ps": 1480,
        "hold_viol": 0,
        "relSlewSlack_pct": 84.9,
        "period_used_pct": 98.9,
        "finalSetupViolCount": 0,
        "tightest_slew_ps": 225,
        "rsz0062_at_grt": "yes",
        "max_freq_ghz": 0.674,
    },
    "worst_hold_path": {
        "hp-class": "in2out",
        "holdCritStartpoint": "opcode[6]",
        "hold-path-endpoint": "ImmType[0]",
        "hold_depth": 3,
    },
    "final_layout": {
        "syn2layout_area_growth_pct": 144,
        "clkbuf_count": 0,
        "stdcell_count": 121,
        "utilization_pct": 19.4,
        "seqCellArea_um2": 0,
        "drive_above_1_share_pct": 66.7,
        "fill_cells": 390,
        "seq_cell_count": 0,
    },
    "global_routing": {
        "overflow": 0,
        "grt_max_degree": 9,
        "antenna_found_initial": 0,
        "grt_pass1_vias": 392,
        "grt_pass1_wl_um": 1860,
        "grt_usage_pct": 3.49,
    },
    "run": {
        "cap_violations": 0,
        "warnings": 34,
    },
    "power": {
        "power_per_cell_area_nw_per_um2": 185,
        "p_leak_nw": 0.286,
        "total_power_uw": 123,
        "ir_drop_v": 0.0000314,
    },
}
==> cells by family after synthesis <==
kind of cell / count (synthesis)
buffers and inverters: 6
xor gates and xnor gates: 1
AOI/OAI and AO/OA: 9
muxes: 1
and+or+nand+nor: 25
==> layout make-up <==
class	count	area [um2]	area share (%)
repair buffers	38	304	45.8
well taps	46	57.6	8.68
multi-input cells	36	298	44.9
inverters	1	3.75	0.566
==> power breakdown <==
part | internal, mW | switching (mW)
combinational | 0.0667 | 0.0560
sequential | 0 | 0
clock | 0 | 0
total | 0.0667 | 0.0560
==> layout by cell type, fill, tap and decap left out, types with 2 or more instances in the layout <==
cell / Yosys / layout
a21oi_1: 5 / 4
buf_2: 2 / 11
buf_4: 2 / 11
buf_6: 1 / 8
buf_8: 0 / 2
clkbuf_2: 0 / 2
dlygate4sd2_1: 0 / 3
nand2_1: 4 / 3
nand3_1: 3 / 2
nand3b_1: 2 / 2
nor2_1: 4 / 2
nor3_2: 1 / 4
o21ai_0: 2 / 2
==> worst max path at each step <==
stage | endpoint | depth (start not counted) | startpoint
6_report | Branch[0] | 6 | opcode[4]
4_1_cts | MemtoReg | 6 | opcode[0]
5_1_grt | RegWrite | 6 | opcode[4]
==> metrics by stage <==
| stage | TNS (ps) | instance area (um2) | hold WS [ps] |
|---|---|---|---|
| global placement | -10530 | 596 | 1590 |
| finish | 0 | 663 | 855 |
| floorplan | 0 | 272 | 615 |
| CTS | -97.3 | 626 | 865 |
| detailed placement | -10770 | 596 | 1590 |
| global route | -103 | 663 | 877 |
==> repair_timing <==
| action | CTS | global route |
|---|---|---|
| endpoints found under the setup margin | 15 | 12 |
| hold endpoints to repair | 0 | 0 |
| setup buffers | 4 | 2 |
| gates resized | 86 | 12 |
| pin swaps | 11 | 8 |
| hold buffers | 0 | 0 |
==> per-layer routing <==
| metal | vias up | share of wire [%] | track usage, % |
|---|---|---|---|
| met1 | 185 | 35 | 3.63 |
| met4 | 0 | 0 | 0 |
| li1 | 213 | - | - |
| met2 | 6 | 59 | 7.14 |
| met5 | - | 0 | 0 |
| met3 | 0 | 5.4 | 0.795 |
==> Yosys cell counts (all sizes together) <==
master,count
nand2,4
or2,1
nand3b,2
buf,5
xor2,1
nor3,4
mux2i,1
nor4,1
nor4b,1
a21oi,5
o211ai,1
a21o,1
nor2,4
nor2b,1
inv,1
o21ai,2
nor3b,2
nand3,3
and2b,1
and2,1
Power figures rest on the tool's default switching activity, not on a simulated workload.
